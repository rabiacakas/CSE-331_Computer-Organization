File: flow/design.v
module ALU_control
(
	output wire [2:0] ALUcontrol,
	input [5:0] Op,Function,
	input [1:0] ALUop
);
assign ALUcontrol =
(Op == 6'b100011) ? 3'b010 :(	
(Op == 6'b101011) ? 3'b010 :( 
(Op == 6'b001000) ? 3'b010 :( 
(Op == 6'b001001) ? 3'b010 :( 
(Op == 6'b000100) ? 3'b110 :(	
(Op == 6'b010010) ? 3'b000 :( 
(Op == 6'b000101) ? 3'b110 :( 
(Op == 6'b100100) ? 3'b010 :( 
(Op == 6'b100101) ? 3'b010 :( 
(Op == 6'b010011) ? 3'b001 :( 
(Op == 6'b001010) ? 3'b111 :( 
(Op == 6'b001011) ? 3'b111 :( 
(Op == 6'b101000) ? 3'b010 :( 
(Op == 6'b101001) ? 3'b010 :( 
(Op == 6'b000000) ? (			
(Function == 6'b100000) ? 3'b010 :( 
(Function == 6'b100010) ? 3'b110 :( 
(Function == 6'b100011) ? 3'b110 :( 
(Function == 6'b100100) ? 3'b000 :( 
(Function == 6'b100101) ? 3'b001 :( 
(Function == 6'b101010) ? 3'b111 :( 
(Function == 6'b101011) ? 3'b111 :( 
(Function == 6'b100111) ? 3'b011 :( 
(Function == 6'b000000) ? 3'b101 :( 
(Function == 6'b000010) ? 3'b100 :  
3'b111
)))))))))) :3'b111))))))))))))));
endmodule
File: flow/run.sh
#!/bin/bash
# OpenROAD 26Q1-2900-gdf79404cd8, Yosys 0.63+post, stock flow scripts
make -C /OpenROAD-flow-scripts/flow DESIGN_CONFIG=/design/flow/config.mk WORK_HOME=/design/flow/orfs finish
File: flow/config.mk
export PLATFORM = sky130hd
export DESIGN_NAME = ALU_control
export DESIGN_NICKNAME = ALU_control
export VERILOG_FILES = /design/flow/design.v
export SDC_FILE = /design/flow/constraint.sdc
export NUM_CORES = 4
export LEC_CHECK = 1
export CORE_AREA = 10 10 70 70
export DIE_AREA = 0 0 80 80
File: flow/constraint.sdc
current_design ALU_control

set clk_period 1.4
set clk_io_pct 0.2

create_clock -name clk0 -period $clk_period

set non_clock_inputs [all_inputs -no_clocks]
set_input_delay [expr $clk_period * $clk_io_pct] -clock clk0 $non_clock_inputs
set_output_delay [expr $clk_period * $clk_io_pct] -clock clk0 [all_outputs]
==> impl_metrics.env <==
# yosys + openroad results
export IMPL_startpoint_type="input port"
export IMPL_ir_drop_mv=0.0765
export IMPL_gp_congestion=0.833
export IMPL_use_met3_pct=0.909
export IMPL_routedWlPerCell_um=9.84
export IMPL_critPathKind="in2out"
export IMPL_coreArea_um2=3420
export IMPL_crit_family="AND-OR/OR-AND gates"
export IMPL_end_kind="output port"
export IMPL_period_used_pct=98.1
export IMPL_slew_viol_final=0
export IMPL_arrival_ns=1.09
export IMPL_slowest_delay_ns=0.19
export IMPL_grt_use_total_pct=2.82
export IMPL_run_status="finished clean"
export IMPL_tool_warnings=36
export IMPL_grt_met2_usage_pct=5.06
export IMPL_drcViolationCount=0
export IMPL_grtUsageMet1_pct=3.37
export IMPL_die_w_um=80
export IMPL_power_density_nw_per_um2=255
export IMPL_combGateArea_um2=273
export IMPL_maxCapViolations=0
export IMPL_antenna_found_initial=0
export IMPL_crit_slowest_cell="a32oi_2"
export IMPL_layoutNonFillerInstCount=95
export IMPL_dp_slack_ns=-0.799
export IMPL_required_ns=1.12
export IMPL_clkbuf_count=0
export IMPL_critPathBufInv=2
export IMPL_wirelength_um=935
export IMPL_post_dp_hpwl_um=748
export IMPL_final_hold_violation_count=0
export IMPL_fp_dieH_um=80
export IMPL_p_total_uw=135
export IMPL_top_area_cell="a21oi_1"
export IMPL_max_freq_mhz=728
export IMPL_cellLeakagePower_uw=0.000191
export IMPL_drive_gt1_share_pct=85.7
export IMPL_post_route_util_pct=15.6
export IMPL_final_common_cell="buf_2"
export IMPL_fill_cells=394
export IMPL_yosys_area_top_type_share_pct=12.1
export IMPL_place_inst=93
export IMPL_ys_seq_share_pct=0
export IMPL_firstDrtPassIters=2
export IMPL_hold_class="in2out"
export IMPL_yosysWarnings=0
export IMPL_portBuffers=15
export IMPL_io_pins=17
export IMPL_grt_pass1_wl_um=1450
export IMPL_setup_worst_path_start="Op[4]"
export IMPL_fp_util_pct=4.84
export IMPL_synthToLayoutAreaGrowth_pct=222
export IMPL_area_leaders="a21oi_1, nor3_1, and2b_1"
export IMPL_crit_cells=6
export IMPL_first_global_vias=295
export IMPL_vias=301
export IMPL_setup_violations=0
export IMPL_syn_area_per_cell_um2=6.35
export IMPL_synthCells=26
export IMPL_chip_area_um2=6400
export IMPL_worst_slack_ns=0.0265
export IMPL_worst_hold_slack_ns=0.975
export IMPL_yosysChipArea_um2=165
export IMPL_synth_cell_area_um2=165
export IMPL_viasPerCell=3.17
export IMPL_drt_iter0_markers=1
export IMPL_n_sequential_cell=0
export IMPL_cp_endpoint="ALUcontrol[0]"
export IMPL_worst_path_max_fanout=3
export IMPL_cts_hold_repair_buffers=0
export IMPL_regArea_um2=0
export IMPL_grt_max_degree=6
export IMPL_worst_pin_slew_ns=0.250
export IMPL_rsz0062_at_grt="yes"
export IMPL_grt_overflow=0
export IMPL_period_minus_slack_ns=1.37
export IMPL_slew_headroom_pct=83.3
export IMPL_final_cell_mix="buf_2, buf_4, a21oi_2, buf_6, buf_8"
export IMPL_yosys_cells=26
export IMPL_rows=21
export IMPL_ant_nets=0
export IMPL_yosysUniqueCellTypes=17
export IMPL_cp_cell_sequence="buf_8 -> and2_4 -> a32oi_2 -> o32ai_4 -> a21oi_2 -> buf_2"
export IMPL_diodes=0
export IMPL_busiest_layer="met2"
how the worst min path moves through the flow:
stage,from,to,slack [ns],cells past startpoint
after global routing,Op[3],ALUcontrol[1],1.01,5
after CTS,Op[3],ALUcontrol[1],0.98,5
final,Op[3],ALUcontrol[1],0.98,5
synth_stat cells, types with 2 or more instances:
library cell and n:
nand2_1 2, and2b_1 2, nor3_1 3, a31oi_1 2, a21oi_1 4, nor2_1 2
final cells by class:
type / instances / area share (%)
multi-input cells: 25 / 51.3
repair buffers: 23 / 37.2
well taps: 46 / 10.8
inverters: 1 / 0.706
routing by layer:
| metal | part of all wire (%) | vias up | wire length [um] |
|---|---|---|---|
| met5 | 0 | - | 0 |
| met4 | 0 | 0 | 0 |
| met3 | 7.1 | 0 | 66 |
| met2 | 52 | 7 | 490 |
| met1 | 41 | 144 | 379 |
| li1 | - | 150 | - |
stage by stage:
stage	TNS [ns]	area, um2
final	0	532
after detailed placement	-2.23	418
after floorplan	0	165
after global routing	-0.0524	532
after CTS	-0.0479	448
after global placement	-2.15	418
what timing repair did:
action                                  in CTS  in global routing
buffers inserted                             1                  1
endpoints found under the setup margin       3                  3
cloned                                       0                  0
gates resized                               66                 26
pin swaps                                   13                 12
cells by family after synthesis:
| family | synth area share [%] |
|---|---|
| AND/OR/NAND/NOR | 50.0 |
| AND-OR/OR-AND | 47.7 |
| buffers and inverters | 2.27 |
power by group:
group          total (uW)  internal [uW]  switching [uW]
clock                   0              0               0
sequential              0              0               0
combinational         135           76.6            58.9
Power is estimated from default activity; no workload was simulated.
